File: ./config.mk
export PLATFORM = sky130hd
export DESIGN_NAME = UartMain
export DESIGN_NICKNAME = UartMain
export VERILOG_FILES = /design/flow/design.v
export SDC_FILE = /design/flow/constraint.sdc
export NUM_CORES = 4
export LEC_CHECK = 1
export CORE_AREA = 10 10 107 107
export DIE_AREA = 0 0 117 117
File: ./constraint.sdc
current_design UartMain

set clk_period 3.8
set clk_io_pct 0.2

create_clock -name clk0 -period $clk_period [get_ports {clock}]

set non_clock_inputs [all_inputs -no_clocks]
set_input_delay [expr $clk_period * $clk_io_pct] -clock clk0 $non_clock_inputs
set_output_delay [expr $clk_period * $clk_io_pct] -clock clk0 [all_outputs]
File: ./design.v
module Hello(  
  input   clock,  
  input   reset,  
  output  io_led,  
  output  io_txd  
);
  reg [31:0] cntReg;  
  reg [31:0] _RAND_0;
  reg  blkReg;  
  reg [31:0] _RAND_1;
  wire [32:0] _T_18;  
  wire [31:0] _T_19;  
  wire  _T_20;  
  wire  _T_22;  
  wire [31:0] _GEN_0;  
  wire  _GEN_1;  
  wire  value;  
  wire  _T_24;  
  assign _T_18 = cntReg + 32'h1;  
  assign _T_19 = cntReg + 32'h1;  
  assign _T_20 = cntReg == 32'h17d783f;  
  assign _T_22 = ~ blkReg;  
  assign _GEN_0 = _T_20 ? 32'h0 : _T_19;  
  assign _GEN_1 = _T_20 ? _T_22 : blkReg;  
  assign value = _T_20 ? blkReg : 1'h0;  
  assign _T_24 = value == 1'h0;  
  assign io_led = blkReg;  
  assign io_txd = _T_24 ? 1'h0 : 1'h1;  
  always @(posedge clock) begin
    if (reset) begin
      cntReg <= 32'h0;
    end else begin
      if (_T_20) begin
        cntReg <= 32'h0;
      end else begin
        cntReg <= _T_19;
      end
    end
    if (reset) begin
      blkReg <= 1'h0;
    end else begin
      if (_T_20) begin
        blkReg <= _T_22;
      end
    end
  end
endmodule
module UartMain(  
  input   clock,  
  input   reset,  
  input   io_rxd,  
  output  io_txd,  
  output  io_led  
);
  wire  Hello_clock;  
  wire  Hello_reset;  
  wire  Hello_io_led;  
  wire  Hello_io_txd;  
  Hello Hello (  
    .clock(Hello_clock),
    .reset(Hello_reset),
    .io_led(Hello_io_led),
    .io_txd(Hello_io_txd)
  );
  assign io_txd = Hello_io_txd;  
  assign io_led = Hello_io_led;  
  assign Hello_clock = clock;  
  assign Hello_reset = reset;  
endmodule
File: ./run.sh
#!/bin/bash
# OpenROAD 26Q1-2900-gdf79404cd8, Yosys 0.63+post, stock flow scripts
make -C /OpenROAD-flow-scripts/flow DESIGN_CONFIG=/design/flow/config.mk WORK_HOME=/design/flow/orfs finish
==> impl_metrics.env <==
# yosys + openroad results
export IMPL_status="finished clean"
export IMPL_power_per_cell_area_nw_per_um2=369
export IMPL_hold_path_class="reg2reg"
export IMPL_drc=0
export IMPL_dieArea_um2=13700
export IMPL_cellLeakagePower_nw=0.662
export IMPL_worstSkewPairLatency_ps=280
export IMPL_cp_arrival_ps=2190
export IMPL_grt_max_degree=26
export IMPL_slew_headroom=0.615
export IMPL_ctsResizeCount=0
export IMPL_ys_warn_count=1
export IMPL_share_of_cells_above_drive_strength_1=0.0802
export IMPL_routabilityCongestion=0.779
export IMPL_drc_marker_count_from_the_first_detailed_route_iteration=50
export IMPL_final_min_period_over_clock_period=0.777
export IMPL_warnings=26
export IMPL_criticalPathCategory="reg2out"
export IMPL_tightestPinTransition_ps=574
export IMPL_maxSlewViolCount=0
export IMPL_std_cell_rows=35
export IMPL_initial_core_util=0.173
export IMPL_timing_hold_ws_ps=468
export IMPL_ios=5
export IMPL_fmax_ghz=0.338
export IMPL_yosys_stat_seqShare=0.415
export IMPL_detail_route_antenna_nets=0
export IMPL_cts_htree_levels=2
export IMPL_final_min_period_ps=2950
export IMPL_cpPeakStageDelay_ps=550
export IMPL_synth_flops=33
export IMPL_enable_flop_cells=0
export IMPL_max_cap_violations=0
export IMPL_setup_viol=0
export IMPL_post_cts_hold_buffer_count=0
export IMPL_pre_antenna_drt_iters=4
export IMPL_placeableCoreArea_um2=9200
export IMPL_ys_area_um2=1590
export IMPL_avgRoutedWirePerCell_um=10.1
export IMPL_cts_tree="yes"
export IMPL_grt_overflow=0
export IMPL_most_instantiated_logic_cell_after_routing="dfxtp_1"
export IMPL_yosysUniqueCellTypes=32
export IMPL_synthesis_area_um2=1590
export IMPL_hold_viol=0
export IMPL_syn_area_per_cell_um2=8.74
export IMPL_timing_clock_skew_ps=6.89
export IMPL_cts_sinks=33
export IMPL_timing_critical_path_fanout_max=4
export IMPL_grt_setup_unrepaired="false"
export IMPL_detail_route_vias_per_cell=4.20
export IMPL_finalWirelength_um=3020
export IMPL_areaGrowthSynthToFinish_pct=15.7
export IMPL_clockRootBuffer="clkbuf_8"
export IMPL_timing_critical_path_required_ps=3040
export IMPL_antenna_found_initial=0
export IMPL_hpwl_um=2090
export IMPL_postCtsSetupRepairBufs=0
export IMPL_totalNegativeSetupSlack_ps=0
export IMPL_critical_path_top_delay_family="simple AND/OR/NAND/NOR gates"
export IMPL_layout_top_cells="dfxtp_1, nor2_1, xor2_1, nand3_1, nand2_1"
export IMPL_synthesis_instances=182
export IMPL_number_of_antenna_diodes=0
export IMPL_synth_cells_yosys=182
export IMPL_cts_made_buffers=5
export IMPL_place_port_buffers=3
export IMPL_power_total_mw=0.681
export IMPL_vdd_drop_max_v=0.000188
export IMPL_end_kind="primary output"
export IMPL_first_global_vias=1120
export IMPL_cells_along_the_critical_path="or4_4, nor3_1, and4_1, and3_1, clkdlybuf4s50_1"
export IMPL_clk_transition_reported_paths_ps=70
export IMPL_synth_main_ff_cell="dfxtp_1"
export IMPL_maximum_buffer_depth_of_the_clock_tree=2
export IMPL_async_set_or_reset_flop_fraction_in_the_synthesized_netlist=0
export IMPL_start_kind="flop"
export IMPL_die_h_um=117
export IMPL_fp_dieW_um=117
export IMPL_crit_path_top_delay_cell="or4_4"
export IMPL_critical_path_n_buffers_inverters=1
export IMPL_grt_first_pass_wirelength_um=5260
export IMPL_routed_via_count=1251
export IMPL_grt_usage=0.0454
[synthesized netlist by cell type, types with 4 or more instances]
cell type / number / area share
and3_1: 7 / 0.028
nor4_1: 5 / 0.020
xor2_1: 17 / 0.094
dfxtp_1: 33 / 0.42
xnor2_1: 8 / 0.044
inv_1: 4 / 0.0094
nand4_1: 9 / 0.035
nor2_1: 30 / 0.071
nand3_1: 15 / 0.047
and4_1: 6 / 0.033
nor3_1: 6 / 0.019
nand2_1: 12 / 0.028
[final cells by class]
class / count / area, um2
well taps: 111 / 139
fillers: 997 / 7350
inverters: 4 / 15.0
clock buffers: 5 / 68.8
repair buffers: 3 / 30.0
multi-input cells: 140 / 893
flip-flops and latches: 33 / 661
clock inverters: 2 / 35.0
[cell families after synthesis]
kind of cell             after synthesis  share of synthesized area
AND-OR/OR-AND                          8                     0.0338
XOR/XNOR                              25                      0.138
adder cells (fa/ha/maj)                1                    0.00786
buffers and inverters                  9                     0.0236
flip-flops                            33                      0.415
multiplexers                           3                     0.0197
AND/OR/NAND/NOR                      103                      0.362
[power breakdown]
part | switching (mW) | total (mW) | internal, mW
clock network | 0.120 | 0.310 | 0.190
registers | 0.00524 | 0.355 | 0.350
logic | 0.00987 | 0.0154 | 0.00550
[layer usage]
layer / share of wire / global-route usage / vias to the layer above / routed length [um]
met5: 0 / 0 / - / 0
met4: 0.0076 / 0.00659 / 0 / 23
met3: 0.040 / 0.00877 / 4 / 121
met2: 0.43 / 0.0645 / 18 / 1290
met1: 0.52 / 0.0706 / 578 / 1580
li1: - / - / 651 / -
[registers in the layout (all words and copies together), names as in the netlist]
name	flops
Hello.blkReg	1
Hello.cntReg	32
[final timing paths]
| path | start | to | slack [ps] | cells past startpoint |
|---|---|---|---|---|
| worst max-delay path | Hello.cntReg[28]$_SDFF_PP0_ | io_txd | 850 | 5 |
| worst min-delay path | Hello.cntReg[0]$_SDFF_PP0_ | Hello.cntReg[0]$_SDFF_PP0_ | 470 | 1 |
| worst max register to register | Hello.cntReg[28]$_SDFF_PP0_ | Hello.blkReg$_SDFFE_PP0N_ | 1800 | 4 |
| worst min register to register | Hello.cntReg[0]$_SDFF_PP0_ | Hello.cntReg[0]$_SDFF_PP0_ | 470 | 1 |
[through the flow]
step                utilization  instance area [um2]  instances  setup slack, ps
floorplan                     -                 1590        182             1720
global placement          0.189                 1740        291             1160
detailed placement        0.189                 1740        291             1150
CTS                       0.200                 1840        298              831
global route              0.200                 1840        298              695
finish                    0.200                 1840        298              846
