==> flow/run.sh <==
#!/bin/bash
# OpenROAD 26Q1-2900-gdf79404cd8, Yosys 0.63+post, stock flow scripts
make -C /OpenROAD-flow-scripts/flow DESIGN_CONFIG=/design/flow/config.mk WORK_HOME=/design/flow/orfs finish
==> flow/config.mk <==
export PLATFORM = sky130hd
export DESIGN_NAME = hello_top
export DESIGN_NICKNAME = hello_top
export VERILOG_FILES = /design/flow/design.v
export SDC_FILE = /design/flow/constraint.sdc
export NUM_CORES = 4
export LEC_CHECK = 1
export CORE_UTILIZATION = 30
==> flow/constraint.sdc <==
current_design hello_top

set clk_period 4.2
set clk_io_pct 0.2

create_clock -name clk0 -period $clk_period [get_ports {clk}]

set non_clock_inputs [all_inputs -no_clocks]
set_input_delay [expr $clk_period * $clk_io_pct] -clock clk0 $non_clock_inputs
set_output_delay [expr $clk_period * $clk_io_pct] -clock clk0 [all_outputs]
==> flow/design.v <==
module Hello(  
  input   clock,  
  input   reset,  
  output  io_led,  
  output  io_txd  
);
  reg [31:0] cntReg;  
  reg [31:0] _RAND_0;
  reg  blkReg;  
  reg [31:0] _RAND_1;
  wire [32:0] _T_18;  
  wire [31:0] _T_19;  
  wire  _T_20;  
  wire  _T_22;  
  wire [31:0] _GEN_0;  
  wire  _GEN_1;  
  wire  value;  
  wire  _T_24;  
  assign _T_18 = cntReg + 32'h1;  
  assign _T_19 = cntReg + 32'h1;  
  assign _T_20 = cntReg == 32'h17d783f;  
  assign _T_22 = ~ blkReg;  
  assign _GEN_0 = _T_20 ? 32'h0 : _T_19;  
  assign _GEN_1 = _T_20 ? _T_22 : blkReg;  
  assign value = _T_20 ? blkReg : 1'h0;  
  assign _T_24 = value == 1'h0;  
  assign io_led = blkReg;  
  assign io_txd = _T_24 ? 1'h0 : 1'h1;  
  always @(posedge clock) begin
    if (reset) begin
      cntReg <= 32'h0;
    end else begin
      if (_T_20) begin
        cntReg <= 32'h0;
      end else begin
        cntReg <= _T_19;
      end
    end
    if (reset) begin
      blkReg <= 1'h0;
    end else begin
      if (_T_20) begin
        blkReg <= _T_22;
      end
    end
  end
endmodule
module UartMain(  
  input   clock,  
  input   reset,  
  input   io_rxd,  
  output  io_txd,  
  output  io_led  
);
  wire  Hello_clock;  
  wire  Hello_reset;  
  wire  Hello_io_led;  
  wire  Hello_io_txd;  
  Hello Hello (  
    .clock(Hello_clock),
    .reset(Hello_reset),
    .io_led(Hello_io_led),
    .io_txd(Hello_io_txd)
  );
  assign io_txd = Hello_io_txd;  
  assign io_led = Hello_io_led;  
  assign Hello_clock = clock;  
  assign Hello_reset = reset;  
endmodule
module hello_top(input clk, output led);
  wire h_io_led;
  wire res;
  assign led = h_io_led;
  assign res = 1'h0;
  Hello h(.clock(clk), .reset(res),
       .io_led( h_io_led ));
endmodule
==> flow_metrics.py <==
# Generated from Yosys and OpenROAD reports
metrics = {
    "global_routing": {
        "grt-ovfl-total": 0,
        "grt.total_usage": 0.107,
        "grt_pass1_wl_um": 4350,
        "grt_pass1_vias": 975,
        "grt_max_degree": 16,
        "antenna_found_initial": 0,
    },
    "floorplanning": {
        "die_area_um2": 5280,
        "die_w_um": 72.7,
        "io_pins": 2,
        "die_h_um": 72.7,
        "initial_utilization": 0.315,
        "fp-row-count": 25,
        "core_um2": 4750,
    },
    "final_timing": {
        "rsz0062_at_grt": "no",
        "finalSetupViolCount": 0,
        "fin_crit_sh": 0.505,
        "skew_ns": 0.00250,
        "drv_slew": 0,
        "layout_min_cycle_time_ns": 2.12,
        "fmax_mhz": 472,
        "max_slew.worst_pin.slew_ns": 0.595,
        "finalHoldViolCount": 0,
        "tns_ns": 0,
        "relSlewSlack": 0.602,
    },
    "synthesis": {
        "top_cell_area_share": 0.427,
        "ys_types": 36,
        "synthTopCellsByCount": "dfxtp_1, xor2_1, nand2_1",
        "edf_count": 1,
        "synth_flops": 33,
        "synth_area_um2": 1500,
        "yosysChipArea_um2": 1500,
        "ys_seq_share": 0.447,
        "syn_area_per_cell_um2": 9.61,
        "yosys_cells": 156,
        "synth_cells": 156,
        "largest_area_cell": "dfxtp_1",
        "synthMostInstantiatedCell": "dfxtp_1",
        "area_leaders": "dfxtp_1, xor2_1, xnor2_1",
        "synth-main-ff-cell": "dfxtp_1",
        "yosysWarnings": 1,
        "async_flop_share": 0,
    },
    "clock_tree": {
        "cts_resized": 0,
        "tritoncts": "done",
        "htree_levels": 2,
        "cts-root-buf": "clkbuf_8",
        "clkSinkCount": 33,
        "clockBufferDepth": 2,
        "clk_pin_slew_ns": 0.06,
        "cts_buffers": 5,
        "hold_buffers": 0,
        "post-cts-setup-buffer-count": 0,
        "clock.latency.late_pin_ns": 0.28,
    },
    "critical_path": {
        "cp_slowest_stage_delay_ns": 0.58,
        "worstSetupPathType": "reg2reg",
        "start_kind": "flip-flop",
        "startpoint": "h.cntReg[0]",
        "worst_path_max_delay_cell": "nor3_4",
        "crit_arrival_ns": 2.04,
        "r2r-start": "h.cntReg[0]",
        "crit_path_end_kind": "flip-flop",
        "crit_family": "simple AND/OR/NAND/NOR gates",
        "required_ns": 4.12,
        "worstPathMaxFanout": 15,
        "cp.buffers_inverters": 0,
        "crit_chain": "ha_1 -> and3_1 -> nand3_1 -> nor3_4",
    },
    "route": {
        "vias": 1071,
        "insertedDiodeCount": 0,
        "wl_met2_um": 1020,
        "highest_layer": "met4",
        "wl_met3_um": 75,
        "drc": 0,
        "ant_nets": 0,
        "route.detailed.wl_per_inst_um": 11.1,
        "drt-total-wl_um": 2540,
        "wl_met1_um": 1410,
        "drt_first_pass_iters": 4,
        "via_per_inst": 4.70,
        "drtIter0Drc": 28,
    },
    "placement": {
        "place_hpwl_um": 1770,
        "io_buffers": 1,
        "dpl.cell_count": 220,
        "place.gp.congestion": 0.746,
    },
    "final_layout": {
        "instances_no_fill": 228,
        "drive_gt1_frac": 0.0932,
        "area_growth_syn_to_layout_pct": 9.27,
    },
    "power_and_ir_drop": {
        "p_leak_nw": 0.646,
        "ir_worst_vdd_v": 0.000199,
        "pwr_density_cell_nw_per_um2": 329,
    },
    "job": {
        "tool_warnings": 25,
        "maxCapViolCount": 0,
    },
    "hold_path": {
        "worstHoldPathType": "reg2reg",
        "min-delay-start": "h.cntReg[31]",
    },
    "outcome": {
        "status": "finished, final reports clean",
    },
}
[state kept, by name, summed over array words and instances, names as in the netlist]
signal / flops
h.cntReg: 32
h.blkReg: 1
[power by group]
| group | internal [W] | total, W | leakage, nW | switching [W] |
|---|---|---|---|---|
| combinational | 0 | 0.000000000337 | 0.337 | 0 |
| sequential | 0.000314 | 0.000314 | 0.269 | 0 |
| clock | 0.000118 | 0.000225 | 0.0395 | 0.000107 |
[cell usage in the layout, fill, tap and decap left out, drive strengths merged]
cell type	instances
dfxtp	32
xor2	13
nand2	12
nand3	12
nand4	9
xnor2	8
clkbuf	8
nor4	7
nor2	7
a21oi	7
nor3	6
inv	5
o31ai	5
or4	5
and4	5
or3	4
and3	4
o21ai	3
and2	1
nor4b	1
o211ai	1
or2	1
nor2b	1
nor3b	1
ha	1
edfxtp	1
clkdlybuf4s50	1
[routing by layer]
layer,up-vias,GRT usage
li1,582,-
met1,474,0.165
met2,10,0.153
met3,5,0.0364
met4,0,0.0131
met5,-,0
[through the flow]
stage | total power (W) | utilization | hold slack (ns) | instance area, µm² | setup WS, ns
after floorplan | 0.000321 | - | 0.432 | 1500 | 2.42
after global routing | 0.000561 | 0.344 | 0.474 | 1640 | 1.90
after global placement | 0.000321 | 0.328 | 0.446 | 1560 | 2.09
after CTS | 0.000547 | 0.344 | 0.460 | 1640 | 2.06
final | 0.000539 | 0.344 | 0.456 | 1640 | 2.08
after detailed placement | 0.000321 | 0.328 | 0.451 | 1560 | 2.07
[final timing paths]
check / endpoint / slack, ns / depth (start not counted)
max: h.blkReg / 2.08 / 4
min: h.cntReg[31] / 0.46 / 1
max reg2reg: h.blkReg / 2.08 / 4
min reg2reg: h.cntReg[31] / 0.46 / 1
[final cells by class]
cell class                 instances  area, µm²
fill                             505       3120
multi-input combinational        114        774
sequential                        33        671
tap                               67       83.8
clock buffer                       8       80.1
inverter                           5       18.8
timing repair buffer               1       10.0
[cell families (layout without fill, tap and decap cells)]
group | after synthesis | in the layout | share of synthesized area
compound gates | 16 | 16 | 0.0659
fa+ha+maj | 1 | 1 | 0.00835
buf+inv | 9 | 14 | 0.0359
simple gates | 76 | 76 | 0.320
xor+xnor | 21 | 21 | 0.123
flops | 33 | 33 | 0.447
No activity file was given, so power comes from the tool's default toggle rates.
